`/design/flow/config.mk`:
```
export PLATFORM = sky130hd
export DESIGN_NAME = sd1010_moore_over
export DESIGN_NICKNAME = sd1010_moore_over
export VERILOG_FILES = /design/flow/design.v
export SDC_FILE = /design/flow/constraint.sdc
export NUM_CORES = 4
export LEC_CHECK = 1
export CORE_AREA = 10 10 70 70
export DIE_AREA = 0 0 80 80
```
`/design/flow/constraint.sdc`:
```
current_design sd1010_moore_over

set clk_period 1.3
set clk_io_pct 0.2

create_clock -name clk0 -period $clk_period [get_ports {clk}]

set non_clock_inputs [all_inputs -no_clocks]
set_input_delay [expr $clk_period * $clk_io_pct] -clock clk0 $non_clock_inputs
set_output_delay [expr $clk_period * $clk_io_pct] -clock clk0 [all_outputs]
```
`/design/flow/design.v`:
```
module sd1010_moore_over(input clk,
                   input reset,
                   input din,
                   output reg dout);
  parameter S0=0,S1=1,S2=2,S3=3,S4=4,S5=5,S6=6;
  reg [2:0] state;
  always @(posedge clk or posedge reset) begin
    if(reset) begin
      dout <= 1'b0;
      state <= S0;
    end
    else begin
      case(state)
        S0: begin
          dout <=1'b0;
          if(din)
            state <= S1;
        end
        S1: begin
          dout <= 1'b0;
          if(din)
            state <= S2;
        end
        S2: begin
          dout <= 1'b0;
          if(din)
            state <= S2;
          else
            state <= S3;
        end
        S3: begin
          dout <= 1'b0;
          if(din)
            state <= S0;
          else
            state <= S4;
        end
        S4: begin
          dout <= 1'b0;
          if(din)
            state <= S5;
          else
            state <= S0;
        end
        S5: begin
          dout <= 1'b0;
          if(din)
            state <= S6;
          else
            state <= S0;
        end
        S6: begin
          dout <= 1'b1;
          if(din)
            state <= S2;
          else
            state <= S3;
        end
      endcase
    end
  end
endmodule
```
`/design/flow/run.sh`:
```
#!/bin/bash
# OpenROAD 26Q1-2900-gdf79404cd8, Yosys 0.63+post, stock flow scripts
make -C /OpenROAD-flow-scripts/flow DESIGN_CONFIG=/design/flow/config.mk WORK_HOME=/design/flow/orfs finish
```
==> flow_summary_export.csv <==
group,metric,value,unit
critical_path,worstPathRequired,1040,ps
synthesis,synth_cells,22,
final_timing,final_max_slew_viol_count,0,
critical_path,r2r-start,"state[0]$_DFF_PP1_",
die,die_h,80,um
global_route,grtUsageTotal,1.61,%
run_status,status,"finished, final reports clean",
synthesis,yosysChipArea,303,um2
synthesis,yosys_cells,22,
clock_tree,clockRootBuffer,"clkbuf_4",
clock_tree,path_clk_slew,60,ps
pwr,peakVddDrop,783,uV
synthesis,synth-seq-cells,8,
die,dieArea,6400,um2
clock_tree,cts.sinks,8,
final_layout,final_cells,76,
route,ant_nets,0,
critical_path,cp_num_buf_inv,1,
critical_path,reg2regPathDepth,2,
global_route,grt_pass1_vias,168,
hold_path,hold_path_class,"in -> async",
critical_path,slowest_delay,370,ps
global_route,antenna_found_initial,0,
final_timing,setup_tns,0,ps
route,routedWlPerCell,6.71,um
critical_path,crit_path_max_fanout,2,
job,warnings,25,
critical_path,path_delay_family,"flip-flops",
final_timing,rsz0062_at_grt,"false",
final_layout,drive_gt1_share,30.0,%
final_layout,final_common_cell,"dfrtp_1",
final_layout,lay_top_cells,"7 x dfrtp_1, 4 x nor2_1, 3 x clkbuf_4",
clock_tree,cts-htree-levels,1,
final_timing,max_freq,890,MHz
global_route,grt_overflow,0,
global_route,grt_first_pass_wirelength,765,um
critical_path,crit_path_end_kind,"primary output",
pwr,pwr_density_cell,1360,nW/um2
final_timing,period_needed,1120,ps
critical_path,crit_path_cell_trace,"dlygate4sd2_1",
route,drtIter0Drc,11,
pwr,power_leakage,0.000196,uW
final_layout,area_growth,38.4,%
clock_tree,cts_tree,"yes",
clock_tree,cts_buffers,3,
die,initial_core_util,8.86,%
synthesis,synth_warnings,1,
final_timing,finalSetupViolations,0,
route,wl,510,um
global_route,grt_max_degree,9,
route,viasPerCell,2.34,
critical_path,crit_type,"reg -> out",
final_timing,final-hold-violation-count,0,
route,antenna_cells,0,
synthesis,syn_area_per_cell,13.8,um2
synthesis,yosysSeqAreaShare,66.5,%
critical_path,start_kind,"register",
placement,port_buffers,3,
route,drcViolationCount,0,
placement,gp_congestion,0.715,
critical_path,worstReg2RegEnd,"dout$_DFFE_PP0P_",
route,vias,178,
synthesis,synthDistinctLibCells,11,
placement,place_inst,71,
synthesis,synth_area,303,um2
final_timing,skew,4.53,ps
final_timing,worstMarginPinSlew,298,ps
critical_path,rrSetupSlack,390,ps
die,fp.coreArea,3420,um2
clock_tree,cts_buffer_depth,2,
die,die_x,80,um
critical_path,crit_arrival,860,ps
route,firstDrtPassIters,4,
die,io_pins,4,
final_timing,slew_headroom,80.1,%
job,maxCapViolations,0,
die,row_count,21,
critical_path,critical-path-slowest-cell,"dfrtp_1",
final_timing,period_used_share,86.4,%
clock_tree,clock_latency,250,ps
==> metal layers <==
metal	global-route usage, %	up-vias	part of all wire (%)	wire length (um)
met1	2.23	79	52	265
met5	0	-	0	0
li1	-	89	-	-
met2	1.44	8	32	163
met4	0.176	0	1.4	7
met3	1.93	2	15	74
==> logic make-up after synthesis <==
family / after synthesis / share of synthesized area [%]
AND-OR/OR-AND: 2 / 6.61
buffers and inverters: 3 / 6.20
flip-flops: 8 / 66.5
multiplexers: 2 / 8.26
AND/OR/NAND/NOR: 7 / 12.4
==> metrics by stage <==
step	hold slack (ps)	setup slack [ps]	instance area [um2]	util, %	power, uW
finish	249	177	419	12.3	570
global route	274	122	419	12.3	612
CTS	257	157	419	12.3	580
detailed placement	482	83.5	387	11.3	371
global placement	473	100	387	11.3	368
floorplan	74.9	411	303	-	349
==> Yosys cell counts <==
master / instances / area, um2
nor3_2: 1 / 10.0
and2_1: 2 / 12.5
inv_1: 2 / 7.51
o31a_2: 1 / 10.0
nor2_1: 4 / 15.0
buf_6: 1 / 11.3
mux2_4: 1 / 15.0
a41o_1: 1 / 10.0
dfstp_2: 1 / 26.3
mux2i_1: 1 / 10.0
dfrtp_1: 7 / 175
==> timing repair <==
item                       CTS  global route
buffers inserted             1             0
setup endpoints to repair    1             0
resized                      1             0
hold buffers                 0             0
==> where the power goes <==
part	switching, uW	total (uW)	internal [uW]	leakage, uW
logic	30.0	71.3	41.3	0.0000750
clock network	83.5	201	117	0.0000150
registers	17.6	298	281	0.000107
total	131	570	439	0.000196
==> how the worst max path moves through the flow <==
stage                start  endpoint  slack, ps  cells past startpoint
4_1_cts   dout$_DFFE_PP0P_      dout        160                      1
5_1_grt   dout$_DFFE_PP0P_      dout        120                      1
6_report  dout$_DFFE_PP0P_      dout        180                      1
==> layout make-up <==
cell class	instances	area, um2
clock buffer	4	26.3
fill	404	3000
inverter	2	7.51
multi-input combinational	11	82.6
sequential	8	201
tap	46	57.6
timing repair buffer	5	43.8
Power and IR drop assume default switching activity.
