--- flow/config.mk ---
export PLATFORM = sky130hd
export DESIGN_NAME = Serializer
export DESIGN_NICKNAME = Serializer
export VERILOG_FILES = /design/flow/design.v
export SDC_FILE = /design/flow/constraint.sdc
export NUM_CORES = 4
export LEC_CHECK = 1
export CORE_AREA = 10 10 70 70
export DIE_AREA = 0 0 80 80
--- flow/constraint.sdc ---
current_design Serializer

set clk_period 1.0
set clk_io_pct 0.2

create_clock -name clk0 -period $clk_period [get_ports {clk}]

set non_clock_inputs [all_inputs -no_clocks]
set_input_delay [expr $clk_period * $clk_io_pct] -clock clk0 $non_clock_inputs
set_output_delay [expr $clk_period * $clk_io_pct] -clock clk0 [all_outputs]
--- flow/design.v ---
module Serializer(
    input  reg clk,
    input  reg [7:0] in_data,
    input  reg valid_data,
    output reg out_data
    );
    reg [7:0] temp_data;
    always @(posedge clk)
    begin
    temp_data <= in_data;
        if(valid_data == 1)
        begin
            temp_data <= {1'b0, temp_data[7:1]};
            out_data <= temp_data[0];
        end     
    end 
endmodule
--- flow/run.sh ---
#!/bin/bash
# OpenROAD 26Q1-2900-gdf79404cd8, Yosys 0.63+post, stock flow scripts
make -C /OpenROAD-flow-scripts/flow DESIGN_CONFIG=/design/flow/config.mk WORK_HOME=/design/flow/orfs finish
==> flow_summary.ini <==
; flow metrics
[yosys]
ys_cells = 18
synthArstFlopShare = 0
synthCells = 18
top_area_frac = 0.508
ys.warnings.count = 1
ys_sh_aoi = 0
yosysMostFrequentCell = dfxtp_1
edf_count = 1
synth.logic.top_family = multiplexers
synth_area_per_cell_sq_um = 17.5
ys.flop_type = dfxtp_1
yosys.cell_types.count = 5
fa_ha_area_frac = 0
ys_area_sq_um = 315
synth.cell_area_sq_um = 315
ys.flops = 9
top_cells_by_area = dfxtp_1, mux2_4, edfxtp_1, buf_6, and2b_2
simple_gate_share = 0.0278
top_area_cell = dfxtp_1
common_cells = dfxtp_1, mux2_4, and2b_2, buf_6, edfxtp_1
synth_seq_share = 0.603
xor_share = 0
mux_share = 0.333

[min_path]
min_path_type = reg2reg

[timing]
fmax_mhz = 1070
drv_slew = 0
slew_headroom = 0.900
tightest_slew_ns = 0.150
period_used_share = 0.938
fin_skew_ns = 0.000315
setup_slack_ns = 0.0618
final-setup-viol-count = 0
rsz0062_at_grt = false
hold_viol = 0
period_minus_slack_ns = 0.938
hold_ws_ns = 0.406

[layout]
areaGrowthSynthToFinish_pct = 59.1
final_cells = 78
fin_util = 0.147
drive_gt1_frac = 0.406

[detailed_routing]
wl_per_cell_um = 7.95
drt_first_pass_iters = 2
viasPerCell = 2.24
vias = 175
drc_errors = 0
wl_um = 620
drt_iter0_markers = 3
antennaDiodeCount = 0
drtAntennaViolNets = 0

[floorplanning]
rows = 21
fp_util = 0.0923
die_h_um = 80
io_pins = 11
die_w_um = 80
coreArea_sq_mm = 0.00342
chipArea_sq_mm = 0.00640

[cts]
clockBufferDepth = 2
postCtsSetupBuffers = 0
cts-root-buf = clkbuf_4
cts_tree = yes
cts_buffers = 3
clk_pin_slew_worst_paths_ns = 0.06
clk_latency_ns = 0.26
h-tree-depth = 1
clock-sinks = 9

[global_routing]
met2_usage = 0.0177
grt_pass1_wl_mm = 1.04
grt-busiest-layer = met1
grt_max_degree = 10
use_met3 = 0.0205
antenna_found_initial = 0
grt_pass1_vias = 198
grt_use_met1 = 0.0363
grt_usage = 0.0226
overflow = 0

[critical_path]
worstPathArrival_ns = 0.74
critPathCaptureType = output port
crit_fanout = 1
cp_cell_sequence = buf_2
required_ns = 0.80
max_stage_delay_ns = 0.36
critical_path_buf_inv_count = 1
crit_family = flip-flops
crit_slowest_cell = edfxtp_1
critPathKind = reg2out
cp-start-kind = flop

[placement]
dp_cells = 74
gp_congestion = 0.659
portBuffers = 10
place_ws_ns = -0.291

[pwr]
p_leak_uw = 0.000205
powerDensity_mw_per_mm2 = 1570
ir_drop_v = 0.000593

[status]
status = finished, final reports clean

[job]
log.warning_count = 25
maxCapViolCount = 0
-- cells in the final DEF, fill, tap and decap left out --
cell type,n
and2b_2,1
buf_12,1
buf_2,1
clkbuf_1,1
clkbuf_4,3
clkdlybuf4s50_1,8
dfxtp_1,8
dlygate4sd2_1,1
edfxtp_1,1
mux2_4,7
-- power by group --
| group | switching, uW | internal (uW) | leakage, uW |
|---|---|---|---|
| sequential | 8.39 | 399 | 0.0000772 |
| clock | 125 | 154 | 0.0000150 |
| combinational | 23.0 | 79.9 | 0.000113 |
| total | 156 | 633 | 0.000205 |
-- per-layer routing --
layer | vias to the layer above | wire [um]
met2 | 14 | 116
met1 | 67 | 397
met4 | 0 | 15
met5 | - | 0
li1 | 90 | -
met3 | 4 | 91
-- registers in the layout, indices dropped and copies added, names as in the netlist --
register and cells:
out_data 1, temp_data 8
-- kinds of logic after synthesis --
logic type | count (synthesis)
simple gates | 1
mux | 7
flops | 9
buf+inv | 1
-- stage by stage --
stage / setup TNS, ns / total power, uW / instance area (sq um)
6_report: 0 / 789 / 502
5_1_grt: 0 / 838 / 502
3_5_place_dp: -2.38 / 523 / 482
2_1_floorplan: 0 / 468 / 315
3_3_place_gp: -2.43 / 521 / 482
4_1_cts: 0 / 804 / 502
-- path summary, 6_finish.rpt --
| path | startpoint | end | slack (ns) | cells after the start |
|---|---|---|---|---|
| setup reg to reg | temp_data[4]$_DFF_P_ | temp_data[3]$_DFF_P_ | 0.35 | 1 |
| setup / recovery | out_data$_DFFE_PP_ | out_data | 0.06 | 1 |
| hold reg to reg | temp_data[0]$_DFF_P_ | out_data$_DFFE_PP_ | 0.41 | 0 |
| hold / removal | temp_data[0]$_DFF_P_ | out_data$_DFFE_PP_ | 0.41 | 0 |
-- cell type report --
class,instances,area (sq um)
timing repair buffer,11,114
fill,397,2910
sequential,9,190
multi-input combinational,8,114
tap,46,57.6
clock buffer,4,26.3
-- what timing repair did --
action                     4_1_cts  5_1_grt
resized                          4        0
hold buffers                     0        0
setup endpoints to repair        8        0
No activity file was given, so power comes from the tool's default toggle rates.
